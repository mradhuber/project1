File: flow/config.mk
export PLATFORM = sky130hd
export DESIGN_NAME = rps4
export DESIGN_NICKNAME = rps4
export VERILOG_FILES = /design/flow/design.v
export SDC_FILE = /design/flow/constraint.sdc
export NUM_CORES = 4
export LEC_CHECK = 1
export CORE_AREA = 10 10 70 70
export DIE_AREA = 0 0 80 80
File: flow/constraint.sdc
current_design rps4

set clk_period 1.2
set clk_io_pct 0.2

create_clock -name clk0 -period $clk_period [get_ports {clock}]

set non_clock_inputs [all_inputs -no_clocks]
set_input_delay [expr $clk_period * $clk_io_pct] -clock clk0 $non_clock_inputs
set_output_delay [expr $clk_period * $clk_io_pct] -clock clk0 [all_outputs]
File: flow/design.v
module rps2(
	input		 [1:0] req,
	input		  	   en,
	input			   sel,
	output logic [1:0] gnt,
	output logic req_up
);
parameter two = 2'b10;  
parameter one = 2'b01;  
parameter zero = 2'b00;  
always_comb begin
	if (sel) begin
		if (req[1]) begin
			gnt = two;
			req_up = 1;
		end
		else if (req[0] && ~req[1]) begin
			gnt = one;
			req_up = 1;
		end
		else begin
			gnt = zero;
			req_up = 0;
		end
	end
	else begin
		if (req[0]) begin
			gnt = one;
			req_up = 1;
		end
		else if (req[1] && ~req[0]) begin
			gnt = two;
			req_up = 1;
		end
		else begin
			gnt = zero;
			req_up = 0;
		end
	end
	if (~en) begin
		gnt = zero;
	end
end
endmodule
module rps4(
	input			   clock,
	input			   reset,
	input        [3:0] req,
	input			   en,
	output logic [3:0] gnt,
	output logic [1:0] count
);
logic [1:0] tmp_req_up;
logic [1:0] winner;
logic throw_away_req_up;
rps2 lower(.req(req[1:0]), .en(en & ~winner[1] & winner[0]), .sel(count[0]), .gnt(gnt[1:0]), .req_up(tmp_req_up[0]));
rps2 upper(.req(req[3:2]), .en(en & winner[1]), .sel(count[0]), .gnt(gnt[3:2]), .req_up(tmp_req_up[1]));
rps2 top(.req(tmp_req_up), .en(en), .sel(count[1]), .gnt(winner), .req_up(throw_away_req_up));
always_ff @(posedge clock) begin
	if (reset)
		count <= 2'b00;
	else begin
		if (count == 2'b11)
			count <= 2'b00;
		else
			count <= count + 1;
	end
end
endmodule
File: flow/run.sh
#!/bin/bash
# OpenROAD 26Q1-2900-gdf79404cd8, Yosys 0.63+post, stock flow scripts
make -C /OpenROAD-flow-scripts/flow DESIGN_CONFIG=/design/flow/config.mk WORK_HOME=/design/flow/orfs finish
==> flow_summary.toml <==
# generated from flow reports
[final_timing]
min_period_ps = 1249
fin_skew_ps = 0.6418
slew_viol_final = 0
tightest_slew_ps = 157.6
hold_slack_ps = 588.8
period_used_pct = 104.1
rsz0062_at_grt = "yes"
hold_violations = 0
fmax_ghz = 0.8005
setup_violations = 3
worst_slack_ps = -49.16
tns_ps = -86.50
max-slew-margin-rel_pct = 89.47

[hold_path]
min_from = "reset"
hold_depth = 2
hp-class = "in -> reg"
whs_endpoint = "count[0]"

[job]
cap_violations = 0
warnings = 27

[drt]
first_pass_iters = 2
vias_per_cell = 2.643
drt_iter0_drc = 11
postRouteAntennaNets = 0
post_drt_wl_per_cell_um = 8.202
vias = 222
antenna-diode-count = 0
drc = 0
wirelength_um = 689

[cts]
cts_tree = "yes"
cts_max_level = 1
clkSlewWorstSetupHoldPaths_ps = 30
cts_root_buf = "clkbuf_4"
cts_sinks = 2
cts_hold_buf = 0
clkLatencyLatePin_ps = 220
cts_made_buffers = 3
cts_max_path_buffers = 2

[setup_path]
reg2reg_depth = 4
end_kind = "primary output"
r2r_start = "count[0]"
crit_required_ps = 960
arrival_ps = 1010
rrSetupSlack_ps = 130
critical_path_class = "reg -> out"
critPathLaunchType = "register"
critPathMaxFanout = 2
reg2reg_to = "count[1]"

[yosys]
top_area_share_pct = 26.89
ys.flops = 2
ys_cells = 17
yosysSeqAreaShare_pct = 26.89
syn_inst = 17
syn_avg_cell_area_sq_um = 8.758
yosysChipArea_sq_um = 148.9
top_cells_by_area = "dfxtp_1 (27%), o2111a_1 (23%), buf_4 (10%)"
ys.warnings.count = 2
synthesis.area_sq_um = 148.9
top_area_cell = "dfxtp_1"
ys_types = 12

[floorplan]
dieArea_sq_mm = 0.006400
die_height_um = 80
ios = 13
rows = 21
die_w_um = 80
fp_util_pct = 4.359
core-area_sq_mm = 0.003416

[cells_and_area]
areaGrowthSynthToFinish_pct = 163.9
finalNonFillerCells = 84
top_regs = "count (2)"
largest_register = "count"
stdcell_area_sq_um = 392.9
largest_register_ffs = 2
drive_gt1_share_pct = 63.16

[placement]
placed_area_sq_um = 349.1
post-dp-hpwl_um = 528.5
gp_congestion = 0.8053
io_buffers = 12
place_inst = 78

[outcome]
violations = "negative setup slack"
status = "finished with violations"

[grt]
grt_overflow = 0
grt_pass1_vias = 231
grt_max_degree = 6
grt_pass1_wl_um = 1124
antenna_found_initial = 0
track_usage_pct = 2.267

[power]
p_leak_uw = 0.0001796
power_density_mw_per_mm2 = 916.7
vdd_drop_max_v = 0.0001525
==> stage by stage <==
step	power [uW]	setup slack, ps	utilization, %
final	360.1	-49.16	11.50
after global routing	397.6	-93.57	11.50
after CTS	371.0	-65.81	11.50
after detailed placement	200.7	-581.7	10.22
after global placement	197.6	-561.1	10.22
after floorplan	119.1	314.8	-
==> cells by family (layout without fill, tap and decap cells) <==
logic type      after synthesis  after routing  synth area share (%)
fa+ha+maj                     1              1                 8.402
simple gates                  7              7                 26.05
buf+inv                       3             24                 12.60
flops                         2              2                 26.89
compound gates                4              4                 26.05
==> what timing repair did <==
item | 4_1_cts | 5_1_grt
resized | 35 | 3
setup endpoints to repair | 6 | 5
setup buffers | 3 | 0
pin swaps | 7 | 0
==> critical path, cell delays in order, from the launching register on <==
cell	delay (ps)
dfxtp_2	320
buf_6	110
nand2b_1	130
o2111a_1	120
buf_2	110
==> worst max-delay path by stage <==
stage                     from     end  slack (ps)  cells past startpoint
final                 count[0]  gnt[3]         -50                      4
after CTS             count[0]  gnt[3]         -70                      4
after global routing  count[0]  gnt[3]         -90                      4
==> power by group <==
group / internal, uW / switching, uW / total, uW
Clock: 110 / 34.9 / 145
Combinational: 86.5 / 38.9 / 125
Sequential: 78.7 / 11.1 / 89.8
Total: 275 / 85.0 / 360
==> cell usage after synthesis <==
| cell | n |
|---|---|
| nand2b_1 | 1 |
| ha_1 | 1 |
| nand2_1 | 2 |
| o2111a_1 | 3 |
| dfxtp_1 | 2 |
| nor2_1 | 1 |
| and4_1 | 1 |
| nor3_1 | 1 |
| o21ai_1 | 1 |
| nor3b_1 | 1 |
| buf_4 | 2 |
| inv_1 | 1 |
==> per-layer routing <==
layer	global-route usage, %	part of all wire [%]
met1	2.719	43
met2	2.648	37
met3	2.386	20
met4	0.5282	0
met5	0	0
==> cell type report <==
class | instances | area, sq um
Fill cell | 396 | 3023
Timing Repair Buffer | 20 | 162.7
Multi-Input combinational cell | 12 | 101.3
Tap cell | 46 | 57.56
Sequential cell | 2 | 45.04
Clock buffer | 3 | 22.52
Inverter | 1 | 3.754
==> placed cells by master (no fill, tap or decap), types with 2 or more instances in the layout <==
master / synthesis / routed
dlygate4sd2_1: 0 / 3
buf_6: 0 / 4
clkbuf_4: 0 / 3
nand2_2: 0 / 2
buf_4: 2 / 4
o2111a_1: 3 / 3
buf_2: 0 / 5
Power and IR drop assume default switching activity.
